<file path="/design/flow/run.sh">
#!/bin/bash
# OpenROAD 26Q1-2900-gdf79404cd8, Yosys 0.63+post, stock flow scripts
make -C /OpenROAD-flow-scripts/flow DESIGN_CONFIG=/design/flow/config.mk WORK_HOME=/design/flow/orfs finish
</file>
<file path="/design/flow/config.mk">
export PLATFORM = sky130hd
export DESIGN_NAME = BTN_Anti_jitter
export DESIGN_NICKNAME = BTN_Anti_jitter
export VERILOG_FILES = /design/flow/design.v
export SDC_FILE = /design/flow/constraint.sdc
export NUM_CORES = 4
export LEC_CHECK = 1
export CORE_UTILIZATION = 50
</file>
<file path="/design/flow/constraint.sdc">
current_design BTN_Anti_jitter

set clk_period 4.1
set clk_io_pct 0.2

create_clock -name clk0 -period $clk_period [get_ports {clk}]

set non_clock_inputs [all_inputs -no_clocks]
set_input_delay [expr $clk_period * $clk_io_pct] -clock clk0 $non_clock_inputs
set_output_delay [expr $clk_period * $clk_io_pct] -clock clk0 [all_outputs]
</file>
<file path="/design/flow/design.v">
module glitch_filter(
	clk,
	s_in,
	s_out
);
	input clk;
	input s_in;
	output s_out;
	reg s_tmp;
	reg [31:0]counter_low, counter_high;
	initial begin
		counter_low <= 0;
		counter_high <= 0;
	end
	assign s_out = s_tmp;
	always @(posedge clk) begin
		if(s_in == 1'b0) 
			counter_low <= counter_low + 1;
		else 
			counter_low <= 0;
	end
	always @(posedge clk) begin
		if(s_in == 1'b1) 
			counter_high <= counter_high + 1;
		else
			counter_high <= 0;
	end
	always @(posedge clk) begin
		if (counter_low == 4) s_tmp <= 0;
		else if (counter_high == 4) s_tmp <= 1;
	end
endmodule
module BTN_Anti_jitter(
   button_out, 
   SW_OK,
   clk, 
   button, 
   SW
);
	input  clk;
	input  [3:0] button;
	input  [7:0] SW;
	output [3:0] button_out;
	output [7:0] SW_OK;
	glitch_filter G0(clk, button[0], button_out[0]);
	glitch_filter G1(clk, button[1], button_out[1]);
	glitch_filter G2(clk, button[2], button_out[2]);
	glitch_filter G3(clk, button[3], button_out[3]);
	glitch_filter G4(clk, SW[0], SW_OK[0]);
	glitch_filter G5(clk, SW[1], SW_OK[1]);
	glitch_filter G6(clk, SW[2], SW_OK[2]);
	glitch_filter G7(clk, SW[3], SW_OK[3]);
	glitch_filter G8(clk, SW[4], SW_OK[4]);
	glitch_filter G9(clk, SW[5], SW_OK[5]);
	glitch_filter G10(clk, SW[6], SW_OK[6]);
	glitch_filter G11(clk, SW[7], SW_OK[7]);
endmodule
module display(
    input clk, rst, mode,
    input [31:0]disp_num,
    output reg [7:0]seg,
    output reg [3:0]anode
);
    reg [26:0]tick;
    reg [1:0]an;
    reg [3:0]num;
    reg t;
	reg [7:0]dots;
    initial begin
        an <= 2'b00;
        tick <= 0;
		dots <= 0;
		num <= 0;
    end
    always @(posedge clk or posedge rst) begin
        if (rst == 1'b1) tick <= 0;
		else tick <= tick+1;
	end
    always @(posedge tick[16] or posedge rst) begin
        if (rst == 1'b1) an <= 0;
		else an <= an + 1;
	end
    always @(an) begin
        if (rst == 1'b1) begin
			anode <= 4'b1111;
			num <= 0;
			dots <= 0;
		end else begin 
		anode <= ~(4'b1<<an);
			case(an) 
				2'b00: begin 
					num <= disp_num[3:0]; 
					dots <= {disp_num[24], disp_num[0], disp_num[4], disp_num[16], disp_num[25], disp_num[17], disp_num[5], disp_num[12]}; 
				end
				2'b01: begin 
					num <= disp_num[7:4]; 
					dots <= {disp_num[26], disp_num[1], disp_num[6], disp_num[18], disp_num[27], disp_num[19], disp_num[7], disp_num[13]}; 
				end
				2'b10: begin 
					num <= disp_num[11:8]; 
					dots <= {disp_num[28], disp_num[2], disp_num[8], disp_num[20], disp_num[29], disp_num[21], disp_num[9], disp_num[14]}; 
				end
				2'b11: begin 
					num <= disp_num[15:12]; 
					dots <= {disp_num[30], disp_num[3], disp_num[10], disp_num[22], disp_num[31], disp_num[23], disp_num[11], disp_num[15]}; 
				end
				default:;
			endcase
		end
    end
    always @(*) begin
        if (rst == 1'b1) seg <= 0;
		else begin
			if(mode==1'b1) begin
				case(num)
					4'h0 : seg[7:0] <= 8'b10000001;
					4'h1 : seg[7:0] <= 8'b11001111;
					4'h2 : seg[7:0] <= 8'b10010010;
					4'h3 : seg[7:0] <= 8'b10000110;
					4'h4 : seg[7:0] <= 8'b11001100;
					4'h5 : seg[7:0] <= 8'b10100100;
					4'h6 : seg[7:0] <= 8'b10100000;
					4'h7 : seg[7:0] <= 8'b10001111;
					4'h8 : seg[7:0] <= 8'b10000000;
					4'h9 : seg[7:0] <= 8'b10000100;
					4'hA : seg[7:0] <= 8'b10001000;
					4'hB : seg[7:0] <= 8'b11100000;
					4'hC : seg[7:0] <= 8'b10110001;
					4'hD : seg[7:0] <= 8'b11000010;
					4'hE : seg[7:0] <= 8'b10110000;
					default : seg[7:0] <= 8'b10111000;
				endcase
			end else seg[7:0] <= dots;
		end
	end
endmodule
module seven_seg_dev(
	input wire [31:0] disp_num,
	input wire clk,
	input wire clr,
	input wire [1:0]SW,
	output wire [7:0] SEGMENT,
	output wire [3:0] AN
);
	reg [31:0] number;
	initial number <= 0;
	display D0(clk, clr, SW[0], number, SEGMENT, AN);
	always @(*) begin
		case (SW) 
			2'b01 : number <= { 16'b0, disp_num[15:0] };
			2'b11 : number <= { 16'b0, disp_num[31:16] };
			default : number <= disp_num;
		endcase
	end
endmodule
module Regs(
	clk, 
	rst,
	reg_R_addr_A,
	reg_R_addr_B,
	reg_W_addr,
	wdata,
	reg_we,
	rdata_A,
	rdata_B
);
	input clk, rst, reg_we;
	input [4:0] reg_R_addr_A, reg_R_addr_B, reg_W_addr;
	input [31:0] wdata;
	output [31:0] rdata_A, rdata_B;
	reg [31:0] register [1:31]; 
	integer i;
	initial begin
		for (i=1; i<32; i=i+1)
			register[i] <= 0; 
	end
	assign rdata_A = (reg_R_addr_A == 0) ? 0 : register[reg_R_addr_A]; 
	assign rdata_B = (reg_R_addr_B == 0) ? 0 : register[reg_R_addr_B]; 
	always @(posedge clk or posedge rst) begin
		if (rst==1) begin 
			for (i=1; i<32; i=i+1)
				register[i] <= 0; 
		end else begin
			if ((reg_W_addr != 0) && (reg_we == 1))
			register[reg_W_addr] <= wdata;
		end
	end
endmodule
module alu(A, B, ALU_operation, res, zero, overflow );
	input signed [31:0] A, B;
	input [2:0] ALU_operation;
	output [31:0] res;
	output zero, overflow ;
	wire [31:0] res_and, res_or, res_add, res_sub, res_nor, res_slt, res_xor, res_srl;
	reg [31:0] res;
	parameter one = 32'h00000001, zero_0 = 32'h00000000;
	assign res_and = A&B;
	assign res_or = A|B;
	assign res_add = A+B;
	assign res_sub = A-B;
	assign res_nor=~(A | B);
	assign res_slt =(A < B) ? one : zero_0;
	assign res_xor = A^B;
	assign res_srl = B>>1;
	always @*
		case (ALU_operation)
			3'b000: res=res_and;
			3'b001: res=res_or;
			3'b010: res=res_add;
			3'b110: res=res_sub;
			3'b100: res=res_nor;
			3'b111: res=res_slt;
			3'b011: res=res_xor;
			3'b101: res=res_srl;
			default: res=res_add;
		endcase
	assign zero = (res==0)? 1: 0;
endmodule
module clk_div(
	input wire clk,
	input wire rst,
	input wire SW2,
	output reg [31:0] clkdiv,
	output wire Clk_CPU
);
	initial clkdiv <= 0;
	always @ (posedge clk or posedge rst) begin
		if (rst) begin
			clkdiv <= 0;
		end else begin
			clkdiv <= clkdiv + 1'b1;
		end
	end
	assign Clk_CPU = SW2 ? clkdiv[22] : clkdiv[1];
endmodule
module seven_seg_Dev_IO( 
	input wire clk,
	input wire rst,
	input wire GPIOe0000000_we,
	input wire [2:0] Test,
	input wire [31:0] disp_cpudata,
	input wire [31:0] Test_data0,
	input wire [31:0] Test_data1,
	input wire [31:0] Test_data2,
	input wire [31:0] Test_data3,
	input wire [31:0] Test_data4,
	input wire [31:0] Test_data5,
	input wire [31:0] Test_data6,
	output reg [31:0] disp_num
);
	always @(negedge clk or posedge rst) begin
		if (rst) disp_num <= 32'h0000;
		else begin
			case (Test) 
				0: 	begin 
						if(GPIOe0000000_we) disp_num <= disp_cpudata;
						else disp_num <= disp_num;
					end
				1:	disp_num <= Test_data0;
				2:	disp_num <= Test_data1;
				3:	disp_num <= Test_data2;
				4:	disp_num <= Test_data3;
				5:	disp_num <= Test_data4;
				6:	disp_num <= Test_data5;
				7:	disp_num <= Test_data6;
			endcase
		end
	end
endmodule
module MIO_BUS( input wire clk, input wire rst,
	input wire [3:0] BTN,
	input wire [7:0]SW,
	input wire mem_w,
	input wire [31:0] Cpu_data2bus,
	input wire [31:0] addr_bus,  
	input wire [31:0] ram_data_out,
	input wire [7:0] led_out,
	input wire [31:0] counter_out,
	input wire counter0_out,
	input wire counter1_out,
	input wire counter2_out,
	output reg [31:0] Cpu_data4bus,  
	output reg [31:0] ram_data_in,  
	output reg [9: 0] ram_addr,  
	output reg data_ram_we, 
	output reg GPIOf0000000_we,
	output reg GPIOe0000000_we,
	output reg counter_we,
	output reg [31: 0] Peripheral_in
);
	reg [7:0] led_in;
	always @(*) begin
		data_ram_we = 0;
		counter_we = 0;
		GPIOe0000000_we = 0;
		GPIOf0000000_we = 0;
		ram_addr = 10'h0;
		ram_data_in = 32'h0;
		Peripheral_in = 32'h0;
		Cpu_data4bus = 32'h0;
		case(addr_bus[31:28])
			4'h0: begin
				data_ram_we = mem_w	;
				ram_addr = addr_bus[11:2];
				ram_data_in = Cpu_data2bus;
				Cpu_data4bus = ram_data_out;
			end
			4'he: begin
				GPIOf0000000_we = mem_w;
				Peripheral_in = Cpu_data2bus;
				Cpu_data4bus = counter_out;
			end
			4'hf: begin
				if(addr_bus[2]) begin
					counter_we = mem_w;
					Peripheral_in = Cpu_data2bus;
					Cpu_data4bus = counter_out;
				end else begin
					GPIOf0000000_we = mem_w;
					Peripheral_in = Cpu_data2bus;
					Cpu_data4bus = {counter0_out, counter1_out, counter2_out, 9'h00, led_out, BTN, SW};
				end
			end
		endcase
	end
endmodule
module Counter_x( input wire clk,
	input wire 	      rst,
	input wire 	      clk0,
	input wire 	      clk1,
	input wire 	      clk2,
	input wire 	      counter_we,
	input wire  [31:0]counter_val,
	input wire  [1:0] counter_ch,
	output wire 	   counter0_OUT,
	output wire 	   counter1_OUT,
	output wire 	   counter2_OUT,
	output wire [31:0]counter_out
	);
endmodule
module led_Dev_IO( 
	input wire clk ,
	input wire rst,
	input wire GPIOf0000000_we,
	input wire [31:0] Peripheral_in,
	output reg [1:0] counter_set,
	output wire [7:0] led_out,
	output reg [21:0] GPIOf0
);
	reg [7:0]LED;
	assign led_out = LED;
	always @(negedge clk or posedge rst) begin
		if (rst) begin
			LED <= 8'hAA;
			counter_set <= 2'b00;
		end else begin
			if (GPIOf0000000_we) {GPIOf0[21:0], LED, counter_set} <= Peripheral_in;
			else begin
				LED <= LED;
				counter_set <= counter_set;
			end
		end
	end
endmodule
</file>
==> CHANGELOG.md <==
### Physical design

- RR Startpoint: G11.counter_low[0]$_SDFF_PP0_
- Power density over the cells: 400.5 mW/mm²
- Worst EP arrival: 2.88 ns
- Setup repair after global routing missed its margin: false
- Proportion of synthesized chip area in sequential cells: 43.27%
- Vias per cell: 5.212
- Max-cap violation count: 0
- Top cells by area, synth: sky130_fd_sc_hd__dfxtp_1 43%, sky130_fd_sc_hd__xnor2_1 9.0%, sky130_fd_sc_hd__xor2_1 7.3%
- Sum Neg Setup Slack: 0 ns
- Area growth from synthesis to layout: 11.00%
- Final setup fails: 0
- Worst slack, placed: 1.800 ns
- Highest clock rate: approximately 0.43 GHz
- Total of flip-flops plus latches after synthesis: 780
- Count of hold-fix buffers inserted at cts: 0
- DRC: 0
- Largest type area fraction: 43.27%
- Total cell area reported by yosys after synthesis: 0.03609 mm²
- Post-Route Hold Slack: approximately 0.45 ns
- Share of cells above drive strength 1: 5.054%
- Average footprint of a synthesized cell: around 8.8 µm²
- Count of library flops with an enable pin: 0
- Final Hold Vio Count: 0
- Share of async-settable or async-resettable flops after synthesis: 0%
- Num CTS Buffers: ~86
- Peak VDD IR: approximately 0.35 mV
- Worst-case register-to-register setup slack: 1.76 ns
- Class of the tightest hold or removal check: reg2reg
- Total die size: between 0.07 and 0.08 mm²
- Top fanout value on the critical path: 7
- Library cells used by synthesis: between 40 and 50
- Insertion Delay late pin: 0.62 ns
- TritonCTS Sinks: 780
- Initial DRC count: ~1400
- Run status: finished, final reports clean
- Half-perimeter wire length of the detailed placement result: 40810 µm
- Count of tool warnings: roughly 50
- Post-CTS repair timing setup buffer count: 0
- Post-synth top area cell: sky130_fd_sc_hd__dfxtp_1
- Cell Area, Synth: 0.03609 mm²
- Post-layout minimum cycle time: approximately 2.3 ns
- CTS max path bufs: 3
- Routability-driven placement congestion ratio: 0.8239
- Total of buffers placed on input and output ports: 24
- Overall routing resource usage: 18.54%
- Count of antenna-violating nets left after detailed routing: 0
- Drt first pass iters: 5
- Gr ovfl total: 0
- I/O pin total: 25
- Via count of the first global-routing pass: ~25000
- Total Wirelength: 65180 µm
- Synth warnings: 1
- Classification of the worst setup path: reg2reg
- Yosys cell count: 4115
- Final max-slew violation count: 0
- Number of antenna violations at the first check in global routing: 0
- First-pass GRT wire length: 116300 µm
- CTS resizes: 0
- Die span in x: around 270 µm
- Kind of capture point of the worst setup path: flop
- Final setup skew: 0.01630 ns
- Count of fill cells added during filler insertion: 6356
- Leakage power of the design: 14.35 nW
- Master cell of the clock root buffer: sky130_fd_sc_hd__clkbuf_16
- Max-slew headroom at the worst pin: 37.31%
- Beginning of the worst hold path: G5.counter_low[0]$_SDFF_PP0_
- Final WS setup: 1.756 ns
- Core Util at FP: 50.49%
- WHS Endpoint: G5.counter_low[0]$_SDFF_PP0_
- Sort of element at the start of the critical path: flop
- Antenna cell count: 0
- Actual slew at the worst max-slew pin: 0.9332 ns
- Number of levels the H-tree was split into: 3
- Avg WL per Cell: around 13 µm
- Dominant flop cell: sky130_fd_sc_hd__dfxtp_1
- Gate count after technology mapping: 4115
- Clock slew at reported path FFs: 0.06 ns
- Worst Reg2Reg Path Length in Cells: 6
- Number of placement rows: 98
- Required time reported for the critical path endpoint: 4.64 ns
- Height of the chip: around 270 µm
- Worst reg2reg endpoint: G11.counter_low[28]$_SDFF_PP0_
- WHS Path Cells: 1
- Number of vias after detailed routing: ~27000
- Core Region: ~0.071 mm²
- Share of the clock period used by the worst path after layout: 57.18%
- TritonCTS clock tree: yes
- Maximum number of pins on one net before global-route repair: 66
==> metrics by stage <==
stage / total power [W] / area [µm²] / util [%] / instances
6_report: 0.01605 / 40060 / 56.04 / 5145
5_1_grt: 0.01672 / 40060 / 56.04 / 5145
4_1_cts: 0.01632 / 40060 / 56.04 / 5145
3_5_place_dp: 0.008466 / 37180 / 52.01 / 4984
3_3_place_gp: 0.008464 / 37180 / 52.01 / 4984
2_1_floorplan: 0.008309 / 36090 / - / 4115
==> cells by family after synthesis <==
group | Yosys count | share of synthesized area (%)
DFF | 780 | 43.27
adders and majority gates | 49 | 1.699
buffers and inverters | 256 | 2.791
and+or+nand+nor | 2254 | 34.18
xor gates and xnor gates | 672 | 16.31
AOI/OAI and AO/OA | 104 | 1.758
==> power breakdown <==
part | leakage (nW) | switching, W | total (W) | internal, W
sequential | 6.30 | 0.000118 | 0.00782 | 0.00771
clock | 1.43 | 0.00309 | 0.00775 | 0.00466
combinational | 6.63 | 0.000214 | 0.000468 | 0.000254
==> worst max-delay path by stage <==
stage | startpoint | end | slack, ns | cells after the start
global route | G11.counter_low[0]$_SDFF_PP0_ | G11.counter_low[28]$_SDFF_PP0_ | 1.52 | 6
finish | G11.counter_low[0]$_SDFF_PP0_ | G11.counter_low[28]$_SDFF_PP0_ | 1.76 | 6
CTS | G11.s_tmp$_SDFFE_PN0N_ | SW_OK[7] | 1.73 | 1
==> layout make-up <==
| type | instances | area [µm²] | area share [%] |
|---|---|---|---|
| clock buffer | 128 | 2534 | 6.325 |
| tap | 950 | 1189 | 2.967 |
| multi-input combinational | 3079 | 19490 | 48.64 |
| clock inverter | 33 | 346.6 | 0.8651 |
| timing repair buffer | 62 | 465.4 | 1.162 |
| inverter | 113 | 424.2 | 1.059 |
| sequential | 780 | 15620 | 38.98 |
==> worst max-delay path, stage by stage (launching register included) <==
cell                      delay (ns)
sky130_fd_sc_hd__dfxtp_1        0.39
sky130_fd_sc_hd__ha_1           0.21
sky130_fd_sc_hd__nand3_1        0.18
sky130_fd_sc_hd__nor3_1         0.76
sky130_fd_sc_hd__nand3_1        0.24
sky130_fd_sc_hd__or3_1          0.37
sky130_fd_sc_hd__a21oi_1        0.14
==> layout by cell type (no fill, tap or decap), types with 38 or more instances in the layout <==
master,Yosys,routed
sky130_fd_sc_hd__clkbuf_16,0,89
sky130_fd_sc_hd__and4_1,62,62
sky130_fd_sc_hd__nor2_1,441,441
sky130_fd_sc_hd__buf_4,12,38
sky130_fd_sc_hd__nand3_1,268,268
sky130_fd_sc_hd__o21ai_0,38,38
sky130_fd_sc_hd__nand4_1,313,313
sky130_fd_sc_hd__and3_1,99,99
sky130_fd_sc_hd__and2_1,363,363
sky130_fd_sc_hd__nor4b_1,44,44
sky130_fd_sc_hd__dfxtp_1,780,780
sky130_fd_sc_hd__nand2_1,222,222
sky130_fd_sc_hd__nor4_1,183,180
sky130_fd_sc_hd__ha_1,49,49
sky130_fd_sc_hd__xor2_1,301,301
sky130_fd_sc_hd__nor2b_1,46,46
sky130_fd_sc_hd__xnor2_1,371,371
sky130_fd_sc_hd__nor3_1,120,120
sky130_fd_sc_hd__inv_1,113,113
==> Yosys cell counts, types with 2 or more instances <==
cell	number
sky130_fd_sc_hd__a21boi_0	12
sky130_fd_sc_hd__a21boi_1	3
sky130_fd_sc_hd__a21oi_1	27
sky130_fd_sc_hd__and2_0	3
sky130_fd_sc_hd__and2_1	363
sky130_fd_sc_hd__and3_1	99
sky130_fd_sc_hd__and4_1	62
sky130_fd_sc_hd__buf_1	2
sky130_fd_sc_hd__buf_4	12
sky130_fd_sc_hd__clkbuf_1	128
sky130_fd_sc_hd__dfxtp_1	780
sky130_fd_sc_hd__ha_1	49
sky130_fd_sc_hd__inv_1	113
sky130_fd_sc_hd__nand2_1	222
sky130_fd_sc_hd__nand2b_1	9
sky130_fd_sc_hd__nand3_1	268
sky130_fd_sc_hd__nand4_1	313
sky130_fd_sc_hd__nand4b_1	2
sky130_fd_sc_hd__nor2_1	441
sky130_fd_sc_hd__nor2b_1	46
sky130_fd_sc_hd__nor3_1	120
sky130_fd_sc_hd__nor4_1	183
sky130_fd_sc_hd__nor4_2	8
sky130_fd_sc_hd__nor4b_1	44
sky130_fd_sc_hd__o21a_1	7
sky130_fd_sc_hd__o21ai_0	38
sky130_fd_sc_hd__o22a_1	11
sky130_fd_sc_hd__o31ai_1	4
sky130_fd_sc_hd__or2_2	8
sky130_fd_sc_hd__or3_1	37
sky130_fd_sc_hd__or4_1	16
sky130_fd_sc_hd__xnor2_1	371
sky130_fd_sc_hd__xor2_1	301
==> layer usage <==
layer / global-route usage (%) / share of wire (%) / vias to the layer above
met3: 2.355 / 2.7 / 84
met5: 0 / 0 / -
li1: - / - / 14330
met2: 27.57 / 42 / 206
met4: 3.078 / 1.6 / 0
met1: 30.25 / 54 / 12190
No activity file was given, so power comes from the tool's default toggle rates.
